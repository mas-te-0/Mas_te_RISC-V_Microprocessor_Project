==> ./design.v <==
module nDEMUX
#(parameter n=4 , m=4)(
    input [ $clog2 (n)-1 : 0 ] s,
    input [m-1:0] f,
    output reg [ (n * m)-1 : 0 ] w
);
always @(f,s) begin
        w = { (n*m){1'b0} };
        w[s*m +: m] = f;
end
endmodule
==> ./run.sh <==
#!/bin/bash
# OpenROAD 26Q1-2900-gdf79404cd8, Yosys 0.63+post, stock flow scripts
make -C /OpenROAD-flow-scripts/flow DESIGN_CONFIG=/design/flow/config.mk WORK_HOME=/design/flow/orfs finish
==> ./config.mk <==
export PLATFORM = sky130hd
export DESIGN_NAME = nDEMUX
export DESIGN_NICKNAME = nDEMUX
export VERILOG_FILES = /design/flow/design.v
export SDC_FILE = /design/flow/constraint.sdc
export NUM_CORES = 4
export LEC_CHECK = 1
export CORE_AREA = 10 10 70 70
export DIE_AREA = 0 0 80 80
==> ./constraint.sdc <==
current_design nDEMUX

set clk_period 1.0
set clk_io_pct 0.2

create_clock -name clk0 -period $clk_period

set non_clock_inputs [all_inputs -no_clocks]
set_input_delay [expr $clk_period * $clk_io_pct] -clock clk0 $non_clock_inputs
set_output_delay [expr $clk_period * $clk_io_pct] -clock clk0 [all_outputs]
==> metrics.csv <==
stage,metric,value,unit
route,diodes,0,
setup_path,cp-start-kind,input port,
timing,rsz0062_at_grt,yes,
setup_path,cp_num_buf_inv,4,
setup_path,critPathTopFamily,simple AND/OR/NAND/NOR gates,
synth,synthDistinctLibCells,10,
setup_path,max_stage_delay,0.26,ns
die,core-area,3416,µm²
power_and_ir_drop,clkPwrFrac,0,
die,fp_util,0.05788,
layout,stdcell_count,103,
route,ant_nets,0,
die,die-area,6400,µm²
layout,area_delta_synth_final,204.4,%
layout,fin_area,601.8,µm²
timing,finalClockPeriodUsage,1.403,
min_path,holdPathStages,3,
power_and_ir_drop,power_frac_comb,1.000,
status,violations,setup timing,
timing,setup_tns,-5.176,ns
synth,top_cell_area_share,0.2532,
synth,ys_area,197.7,µm²
setup_path,cp_num_cells,7,
layout,ff_latch_area,0,µm²
power_and_ir_drop,power.switching,0.07356,mW
flow_run,cap_violations,0,
setup_path,slowest_stage,ha_4,
min_path,hp-start,f[3],
setup_path,critical_path_peak_fanout,4,
route,drtPass1Iterations,2,
grt,grt_pass1_wl,1545,µm
layout,design.seq.count,0,
power_and_ir_drop,power.density,347.8,nW/µm²
layout,clock_buffers,0,
grt,grt_antenna_before_repair,0,
die,fp.dieH,80,µm
timing,worstMarginPinSlew,0.2121,ns
timing,finalMaxSlewViolations,0,
power_and_ir_drop,leakage,0.3059,nW
power_and_ir_drop,p_sw_frac,0.3514,
place,hpwl,766.6,µm
timing,finalSetupViolations,16,
setup_path,path_cells,buf_8 > inv_12 > ha_4 > and4bb_2 > buf_6 > and2_4 > buf_6,
synth,syn_area,197.7,µm²
synth,most_common_cell,and2_1,
grt,grt_max_degree,7,
grt,grt_pass1_vias,324,
route,postRouteWirelength,995,µm
setup_path,crit_type,in2out,
route,drc,0,
layout,fillers,395,
min_path,hold_class,in2out,
synth,syn_avg_cell_area,7.908,µm²
timing,final_hold_viol_count,0,
synth,area_leaders,"and2_1 25%, and3_1 19%, ha_1 13%",
route,first_iter_violations,1,
synth,synthCells,25,
setup_path,worstPathRequired,0.80,ns
place,numPortBuffers,22,
die,num_io_pins,22,
place,placedCellCount,97,
route,via_per_inst,2.981,
synth,ys_cells,25,
synth,common_cells,"8 x and2_1, 6 x and3_1, 2 x and3b_1, 2 x ha_1, 2 x inv_1",
layout,final_util,0.1762,
power_and_ir_drop,max-vdd-ir-drop,0.1463,mV
route,detail_route.wl_per_cell,9.660,µm
place,gp_congestion,0.7025,
die,die_x,80,µm
timing,fin_ws,-0.4034,ns
setup_path,end_kind,output port,
setup_path,startpoint,s[1],
timing,fmax,712.6,MHz
timing,slew_headroom,0.8580,
power_and_ir_drop,sequentialPowerShare,0,
power_and_ir_drop,p_int,0.1358,mW
grt,gr-total-overflow,0,
place,place_area,535.5,µm²
synth,ys_seq_frac,0,
setup_path,cp.arrival,1.20,ns
route,vias,307,
grt,grt_use_total,0.02932,
flow_run,warnings,36,
synth,largest_area_cell,and2_1,
timing,post-route-min-period,1.403,ns
synth,yosys_warnings,1,
status,status,"finished, violations left",
layout,drive_gt1_frac,0.7544,
setup_path,crit_top_cell,buf_6,
power_and_ir_drop,power,0.2093,mW
die,placementRows,21,
[final cells by class]
class | count | area [µm²] | area share
inverter | 2 | 25.02 | 0.04158
multi-input combinational | 23 | 252.7 | 0.4200
tap | 46 | 57.56 | 0.09563
timing repair buffer | 32 | 266.5 | 0.4428
[per-stage QoR]
step | setup slack, ns | hold slack (ns)
2_1_floorplan | -0.03288 | 0.4719
3_3_place_gp | -1.268 | 1.395
3_5_place_dp | -1.278 | 1.393
4_1_cts | -0.4091 | 0.8556
5_1_grt | -0.4573 | 0.8970
6_report | -0.4034 | 0.8555
[cells in the final DEF (no fill, tap or decap)]
master           Yosys  layout
and2_1               8       3
and2_4               0       5
and3_1               6       2
and3_4               0       4
and3b_1              2       2
and4bb_2             0       1
buf_2                0      10
buf_4                0       7
buf_6                0       6
buf_8                0       2
clkdlybuf4s15_1      0       2
clkdlybuf4s50_1      0       2
dlygate4sd2_1        0       3
ha_2                 0       1
ha_4                 0       1
inv_12               0       1
inv_6                0       1
nor2_4               0       1
nor2b_4              1       2
nor4b_4              1       1
[worst min-delay path: stages]
cell and delay, ns:
dlygate4sd2_1 0.24, and2_1 0.13, buf_2 0.09
[per-layer routing]
layer / up-vias / share of wire / track usage
li1: 156 / - / -
met1: 129 / 0.54 / 0.04548
met2: 22 / 0.23 / 0.02889
met3: 0 / 0.23 / 0.02500
met4: 0 / 0 / 0
met5: - / 0 / 0
[repair_timing]
item / 4_1_cts / 5_1_grt
endpoints found under the setup margin: 16 / 16
pin swaps: 14 / 2
hold buffers: 0 / 0
hold endpoints to repair: 0 / 0
buffers inserted: 5 / 1
resized: 74 / 7
[worst paths after layout]
path              endpoint  slack, ns
hold / removal       w[11]       0.86
setup / recovery      w[0]      -0.40
[logic make-up (layout without fill, tap and decap cells)]
family,after synthesis,count (layout),share of synthesized area
buf+inv,2,34,0.03799
simple gates,21,21,0.8355
fa+ha+maj,2,2,0.1266
[power groups by stage]
stage	clock network, mW	logic (mW)	registers, mW
CTS	0	0.195	0
global route	0	0.229	0
finish	0	0.209	0
Power is estimated from default activity; no workload was simulated.

File: ./run.sh
#!/bin/bash
# OpenROAD 26Q1-2900-gdf79404cd8, Yosys 0.63+post, stock flow scripts
make -C /OpenROAD-flow-scripts/flow DESIGN_CONFIG=/design/flow/config.mk WORK_HOME=/design/flow/orfs finish
File: ./config.mk
export PLATFORM = sky130hd
export DESIGN_NAME = RISC_V
export DESIGN_NICKNAME = RISC_V
export VERILOG_FILES = /design/flow/design.v
export SDC_FILE = /design/flow/constraint.sdc
export NUM_CORES = 4
export LEC_CHECK = 1
export CORE_UTILIZATION = 30
File: ./constraint.sdc
current_design RISC_V

set clk_period 519.9
set clk_io_pct 0.2

create_clock -name clk0 -period $clk_period [get_ports {clk}]

set non_clock_inputs [all_inputs -no_clocks]
set_input_delay [expr $clk_period * $clk_io_pct] -clock clk0 $non_clock_inputs
set_output_delay [expr $clk_period * $clk_io_pct] -clock clk0 [all_outputs]
File: ./design.v
module ALU_control (
    input  [6:0] funct7,
    input  [2:0] funct3,
    input  [1:0] ALU_OP,
    output reg [3:0] OP,
    output reg [1:0] BR,data_type
);
    always @(*) begin
        OP= 4'b0000; 
        BR= 2'b00; 
        data_type=2'b00;
        case (ALU_OP)
            2'b00: begin                                               
                casex (funct3)
                    3'b000: 
                        if(funct7 == 7'b0000001)
                            OP=4'b0010;                              
                        else if(funct7 == 7'b0100000)
                            OP=4'b0001;                              
                            else
                                OP=4'b0000;                          
                    3'b100: 
                        if(funct7 == 7'b0000001)
                            OP=4'b0011;                              
                            else
                            OP=4'b0110;                              
                    3'b110: 
                        if(funct7 == 7'b0000001)
                            OP=4'b0100;                              
                            else
                            OP=4'b0101;                              
                    3'b111: 
                        OP=4'b0111;                                 
                    3'b001: 
                        OP=4'b1000;                                
                    3'b101: 
                        OP=4'b1001;                                
                    3'b010: 
                        OP=4'b1010;                               
                    default:OP=4'b0000;
                endcase
                end
            2'b01: begin                                            
                OP=4'b0000;                          
                case (funct3)
                    3'b010: data_type=2'b00;
                    3'b001: data_type=2'b01;
                    3'b000: data_type=2'b10;
                    default: data_type=2'b00;
                endcase
                end
            2'b10: begin                                            
                OP=4'b0001;                              
                case (funct3)
                    3'b000:
                        BR= 2'b00; 
                    3'b001:
                        BR= 2'b01; 
                    3'b100:
                        BR= 2'b10; 
                    3'b101:
                        BR= 2'b11; 
                endcase
                end
            2'b11: begin                                            
                OP=4'b0000;                          
                end
        endcase
    end
endmodule
module ALU (
    input reset,
    input  [31:0] A_ , B_,
    input [3:0] OP,
    output reg [31:0] result, 
    output zero, sign, ovf
);
    reg [31:0] A , B , R;    
    wire [31:0] AB_a_s , AB_or , AB_and , AB_xor , AB_mul , AB_div , AB_rem , AB_shl , AB_shr;
    reg cin;
    assign AB_or  = A | B;
    assign AB_and = A & B;
    assign AB_xor = A ^ B;
    assign AB_shl = A << B[4:0]; 
    assign AB_shr = A >> B[4:0];
    assign sign = result[31];
    assign zero = ~|result;
    adder_subber #(.n(32)) ADD_SUB (
        .x(A), 
        .y_(B), 
        .m(cin), 
        .s(AB_a_s), 
        .ovf(ovf)
        );
    multiplier #(.n(32)) MUL (
        .x(A), 
        .y(B), 
        .r(AB_mul)
        );
    divider #(.n(32)) DIV (
        .x(A), 
        .y(B), 
        .r(AB_div), 
        .rem(AB_rem)
        );
    always @(*) begin
        if (reset) begin
            A=0;
            B=0;
            result = 0;
        end
        else begin
            A =A_;
            B =B_;
            result = R;
        end
    end
    always @(*) begin
        R = 32'b0;
        cin = 1'b1;
        case (OP)
            4'b0000:begin  
                cin = 1'b0; R= AB_a_s; 
            end
            4'b0001:begin  
                cin = 1'b1; R= AB_a_s; 
            end
            4'b0010:  
                R= AB_mul; 
            4'b0011:  
                R= AB_div; 
            4'b0100:  
                R= AB_rem; 
            4'b0101:  
                R= AB_or ; 
            4'b0110:  
                R= AB_xor; 
            4'b0111:  
                R= AB_and; 
            4'b1000:  
                R= AB_shl; 
            4'b1001:  
                R= AB_shr; 
            4'b1010:begin  
                cin = 1'b1; R =  ($signed(A) < $signed(B)) ? 32'b1 : 32'b0; 
            end
            default: 
                R =32'b0;
        endcase
    end
endmodule
module divider #(parameter n=4) (
    input  [(n-1):0] x, y,
    output reg [(n-1):0] r, rem
);
    always @(*) begin
        r= x / y;
        rem = x%y;
    end
endmodule
module adder_subber
#(parameter n=4)(
	input [(n-1):0] x,y_,
	input m,
	output [(n-1):0] s,
	output ovf
);
    wire [(n-1):0] y=y_^{n{m}} ;
    wire c; 
	assign ovf = x[n-1] & y[n-1] & ~c | ~x[n-1] & ~y[n-1] & c; 
    n_adder #(.n(n)) NA(
        .x(x),
        .y(y),
        .c_in(m),
        .s(s),
        .c_out(c)
    );
endmodule
module full_adder (
    input a, b, c_in,
    output s, c_out
);
    wire c1, s1, c2;
    half_adder ha1(a, b, s1, c1);
    half_adder ha2(c_in, s1, s, c2);
    assign c_out = c1 | c2;
endmodule
module half_adder (
	input a,b,
	output s,c);
	assign s = a^b;
	assign c=a&b;
endmodule 
module n_adder
#(parameter n=4)(
	input [(n-1):0] x,y,
	input c_in,
	output [(n-1):0] s,
	output c_out
);
	wire [n:0]c;
	assign c[0]=c_in;
	assign c_out = c[n];
	generate
		genvar k;
		for (k = 0;k < n;k=k+1) begin:stage
			full_adder FA(
				.a(x[k]),
				.b(y[k]),
				.c_in(c[k]),
				.s(s[k]),
				.c_out(c[k+1])
			);
		end
	endgenerate
endmodule
module multiplier #(parameter n=4) (
    input  [(n-1):0] x, y,
    output reg [(n-1):0] r
);
    always @(*) begin
        r= x * y;
    end
endmodule
module Branch_unit (
    input zero , sign,ovf,
    input [1:0] BR_control,
    output reg Branch 
);
    always @(*) begin
        case (BR_control)
            2'b00: Branch <= zero;                    
            2'b01: Branch <=!zero;                    
            2'b10: Branch <= sign ^ ovf;              
            2'b11: Branch <= !(sign ^ ovf);           
            default: Branch <= 1'b0;
        endcase
    end
endmodule
module MUX_2x1
#(parameter n=4)(
    input [(n-1):0] w1,
    input [(n-1):0] w2,
    input s,
    output reg [(n-1):0] f
);
always @(*) begin
        case (s)
            1'b0:
                f=w1; 
            1'b1: 
                f=w2;
        endcase
end
endmodule
module MUX_3x1
#(parameter n=4)(
    input [(n-1):0] w1,
    input [(n-1):0] w2,
    input [(n-1):0] w3,
    input [1 : 0]   s,
    output reg [(n-1):0] f
);
always @(*) begin
        casex (s)
            2'b11:
                f=w1; 
            2'b10:
                f=w2; 
            2'b01: 
                f=w2;
            2'b00: 
                f=w3;
        endcase
end
endmodule
module MUX_5x1
#(parameter n=4)(
    input [(n-1):0] w1,
    input [(n-1):0] w2,
    input [(n-1):0] w3,
    input [(n-1):0] w4,
    input [(n-1):0] w5,
    input [2 : 0]   s,
    output reg [(n-1):0] f
);
always @(*) begin
        casex (s)
            3'b000:
                f=w1; 
            3'b001: 
                f=w2;
            3'b010: 
                f=w3;
            3'b011: 
                f=w4;
            3'b1xx: 
                f=w5;
        endcase
end
endmodule
module CU(
    input clk, reset,
    input [6:0] opcode,
    output reg [1:0] ALU_OP,
    output reg [2:0] mem_to_reg,
    output reg ALU_src, mem_read, mem_write, reg_write,PC_EN,
    output reg [1:0] branch
);
    reg [2:0] state, next_state;
    always @(posedge clk or posedge reset) begin
        if(reset) state <= 3'b000;  
        else state <= next_state;
    end
    always @(*) begin
        next_state = 3'b000;
        case(state)
            3'b000: 
                next_state = 3'b001;  
            3'b001: begin   
                case(opcode)
                    7'b0110011: 
                        next_state = 3'b010;  
                    7'b0010011: 
                        next_state = 3'b010;  
                    7'b0000011: 
                        next_state = 3'b010;  
                    7'b0100011: 
                        next_state = 3'b010;  
                    7'b1100011: 
                        next_state = 3'b010;  
                    7'b1101111, 7'b1100111: 
                        next_state = 3'b010;  
                    7'b0110111, 7'b0010111: 
                        next_state = 3'b010;  
                    default: next_state = 3'b000;
                endcase
                end
            3'b010: begin   
                case(opcode)
                    7'b0110011, 7'b0010011, 7'b0110111, 7'b0010111: 
                        next_state = 3'b000;  
                    7'b0100011:  
                        next_state = 3'b000;  
                    7'b0000011:  
                        next_state = 3'b011;  
                    7'b1100011: 
                        next_state = 3'b000;  
                    7'b1101111, 7'b1100111: 
                        next_state = 3'b000;  
                    default: next_state = 3'b000;
                endcase
                end
            3'b011:         
                next_state = 3'b000;  
                endcase
            end
    always @(*) begin
        ALU_OP     = 2'b00;
        ALU_src    = 0;
        mem_read   = 0;
        mem_write  = 0;
        reg_write  = 0;
        mem_to_reg = 3'b000;
        branch     = 2'b00;
        PC_EN = 1'b0;
        case(state)
            3'b000: begin  
            case(opcode)
                7'b1100011: begin
                    ALU_OP = 2'b10; 
                    branch = 2'b01; 
                    end
                7'b1100111:  begin   
                    ALU_OP = 2'b11; 
                    branch = 2'b11; 
                    reg_write  = 1'b1;
                    mem_to_reg = 3'b010;  
                    end
                7'b1101111:  begin   
                    branch = 2'b10; 
                    reg_write  = 1'b1;
                    mem_to_reg = 3'b010;  
                    end
            endcase
                PC_EN = 1'b1;   
                end
            3'b010: begin  
                case(opcode)
                    7'b0110011: begin 
                        ALU_OP = 2'b00;  
                        reg_write  = 1'b1;
                        mem_to_reg = 3'b000;  
                    end
                    7'b0010011: begin 
                            ALU_OP = 2'b00; 
                            ALU_src = 1'b1; 
                            reg_write  = 1'b1;
                            mem_to_reg = 3'b000;  
                            end
                    7'b0000011: begin 
                            ALU_OP = 2'b01; 
                            ALU_src = 1'b1; 
                            mem_read = 1'b1;   
                            mem_to_reg = 3'b001;  
                            end
                    7'b0100011: begin 
                            ALU_OP = 2'b01; 
                            ALU_src = 1'b1; 
                            mem_write = 1'b1;  
                            end
                    7'b1100011: begin
                        ALU_OP = 2'b10; 
                        branch = 2'b01; 
                        end
                    7'b1100111:  begin   
                        ALU_OP = 2'b11; 
                        branch = 2'b11; 
                        reg_write  = 1'b1;
                        mem_to_reg = 3'b010;  
                    end
                    7'b1101111:  begin   
                        branch = 2'b10; 
                        reg_write  = 1'b1;
                        mem_to_reg = 3'b010;  
                        end
                    7'b0110111: begin 
                            ALU_OP = 2'b11; 
                            reg_write  = 1'b1;
                            mem_to_reg = 3'b011;  
                            end
                    7'b0010111: begin 
                            ALU_OP = 2'b11; 
                            reg_write  = 1'b1;
                            mem_to_reg = 3'b100;  
                            end
                endcase
                end
            3'b011: begin  
                    ALU_OP = 2'b01;
                    ALU_src = 1'b1; 
                    reg_write  = 1'b1;
                    mem_to_reg = 3'b001;  
                end
        endcase
    end
endmodule
module n_P_Register
#(parameter n=4 )(
    input  clk, reset,EN,
    input  [n-1:0] I,
    output [n-1:0]Q
);   
    reg [n-1:0] Q_reg;
    assign Q = Q_reg;
    always @(posedge clk or posedge reset) begin
        if(reset)
            Q_reg <= {n{1'b0}};
        else if(EN)
            Q_reg<= I;
    end
endmodule
module PC(
    input  clk, reset,PC_EN,
    input  [31:0] branch_offset, Q_next,
    output [31:0] address, next_address, imm_address
);
    wire cout1, cout2;
    n_P_Register #(.n(32)) PC_reg(
        .clk(clk),
        .reset(reset),
        .EN(PC_EN),
        .I(Q_next),
        .Q(address)
    );   
    n_adder #(.n(32)) Adder2(
        .x(address), 
        .y(32'd4),
        .c_in(1'b0),
        .s(next_address),
        .c_out(cout1)
    );
    n_adder #(.n(32)) Adder1(
        .x(address), 
        .y(branch_offset << 1),
        .c_in(1'b0),
        .s(imm_address),
        .c_out(cout2)
    );
endmodule
module RISC_V (
    input  clk,
    input  reset,
    input  [31:0] instructions,
    input  [31:0] ram_data_in,
    output [31:0] PC_current,
    output RAM_write,RAM_read,
    output [1:0]  data_type,
    output [31:0] ram_address,
    output [31:0] ram_data_out
);
    wire [31:0] PC_next, next_address, imm_address;
    wire PC_EN;
    wire [6:0] opcode = instructions[6:0];
    wire [6:0] funct7 = instructions[31:25];
    wire [2:0] funct3 = instructions[14:12];
    wire [4:0] read_address1 = instructions[19:15];
    wire [4:0] read_address2 = instructions[24:20];
    wire [4:0] write_address = instructions[11:7];
    wire [31:0] immediate;
    wire [31:0] read_data1, read_data2;
    wire [31:0] reg_data;
    wire [2:0] reg_sel;
    wire reg_write;
    wire [31:0] ALU_result;
    wire ALU_zero, ALU_sign, ALU_ovf;
    wire [31:0] ALU_src_data;
    wire [3:0] OP;
    wire [1:0] ALU_OP;
    wire [31:0] ram_data;
    wire [1:0] CU_branch;
    wire BU_branch;
    wire [1:0] branch_op;
    PC PC_unit (
        .clk(clk),
        .PC_EN(PC_EN),
        .reset(reset),
        .branch_offset(immediate),
        .Q_next(PC_next),
        .address(PC_current),
        .next_address(next_address),
        .imm_address(imm_address)
    );
    Branch_unit Branch_Unit (
        .zero(ALU_zero), 
        .sign(ALU_sign),
        .ovf(ALU_ovf),
        .BR_control(branch_op),
        .Branch(BU_branch)
    );
    MUX_3x1 #(.n(32)) PC_MUX (
        .w1(ALU_result),
        .w2(imm_address),
        .w3(next_address),
        .s({CU_branch[1], CU_branch[0] & BU_branch}),
        .f(PC_next)
    );
    imm_gen immediate_generator (
        .instructions(instructions),
        .immediate(immediate)
    );
    Register_file Register_File (
        .clk(clk),
        .reset(reset),
        .write_EN(reg_write),
        .read_address1(read_address1),
        .read_address2(read_address2),
        .write_address(write_address),
        .write_data(reg_data),
        .read_data1(read_data1),
        .read_data2(read_data2)
    );
    MUX_5x1 #(.n(32)) Mux5 (
        .w1(ALU_result),
        .w2(ram_data),
        .w3(next_address),
        .w4(immediate),
        .w5(imm_address),
        .s(reg_sel),
        .f(reg_data)
    );
    MUX_2x1 #(.n(32)) ALU_Src (
        .w1(read_data2),
        .w2(immediate),
        .s(ALU_src),
        .f(ALU_src_data)
    );
    ALU ALU_unit (
        .reset(reset),
        .A_(read_data1),
        .B_(ALU_src_data),
        .OP(OP),
        .result(ALU_result),
        .zero(ALU_zero),
        .sign(ALU_sign),
        .ovf(ALU_ovf)
    );
    ALU_control ALU_Control (
        .funct7(funct7),
        .funct3(funct3),
        .ALU_OP(ALU_OP),
        .OP(OP),
        .BR(branch_op),
        .data_type(data_type)
    );
    CU CU_unit (
        .clk(clk),
        .reset(reset),
        .opcode(opcode),
        .PC_EN(PC_EN),
        .ALU_OP(ALU_OP),
        .mem_to_reg(reg_sel),
        .ALU_src(ALU_src),
        .mem_read(RAM_read),
        .mem_write(RAM_write),
        .reg_write(reg_write),
        .branch(CU_branch)
    );
     assign ram_data= ram_data_in;
     assign ram_data_out = read_data2;
     assign ram_address = ALU_result;
endmodule
module Register_file(
    input  write_EN, clk, reset,
    input  [4:0]  read_address1, read_address2, write_address, 
    input  [31:0] write_data, 
    output [31:0] read_data1, read_data2 
);
    reg [31:0] Q [31:0];
    integer k;
    assign read_data1 = Q[read_address1];
    assign read_data2 = Q[read_address2];
    always @(posedge clk or posedge reset) begin
        if (reset) begin
            for (k = 0; k < 32; k = k + 1) begin
                Q[k] <= 32'b0;
            end
        end
        else begin
            Q[0] <= 32'b0;
            if (write_EN && (write_address != 5'b0)) begin
                Q[write_address] <= write_data;
            end
        end
    end
endmodule
module imm_gen (
    input  [31:0] instructions,
    output reg [31:0] immediate
);
    wire [6:0] OP;
    assign OP = instructions [6:0];
    always @(*) begin
        immediate = 32'b0;
        case (OP)
            7'b0010011,7'b0000011:begin  
                immediate[11:0] = instructions [31:20];
                immediate[31:12] = {20{immediate[11]}};
            end
            7'b0100011:begin  
                immediate[11:0] = {instructions [31:25],instructions [11:7]};
                immediate[31:12] = {20{immediate[11]}};
            end
            7'b1100011:begin  
                immediate[12:0] = {instructions [31],instructions [7],instructions [30:25],instructions [11:8],1'b0};
                immediate[31:13]={19{immediate[12]}};
            end
            7'b1101111,7'b1100111:begin  
                immediate[20:0] = {instructions [31],instructions [19:12],instructions [20],instructions [30:21],1'b0};
                immediate[31:12]={20{immediate[20]}};
            end
            7'b0110111:begin  
                immediate[31:12] = {instructions [31:12]};
            end
            default: immediate = 32'b0;
        endcase
    end
endmodule
==> Changelog: implementation <==
## Implementation

* Run status: finished, final reports clean
* Synthesized registers at 1060
* Worst Hold Path Cells at 2
* Biggest area cells: dfrtp_1, ha_1, fa_1
* Max Clock Skew at 0.0480 ns
* Post-Synthesis Cells at 14100
* Synth cell count leaders: nand2_1, o21ai_0, dfrtp_1, nor2_1, nand3_1
* Routed length per placed instance at 36.2 µm
* Mapped Area at 110000 µm²
* Final setup vio count at 0
* Asr flop ratio synth at 100%
* Die span in y at 607 µm
* Hold Crit Class: flip-flop to flip-flop
* GRT Total Usage at 37.9%
* Most common cell in the netlist: nand2_1
* Hold path endpoint: Register_File.Q[17][0]
* Initial DRC Count at 13400
* CTS sink cnt at 1060
* TritonCTS clock tree: built
* Synth Seq Share at 24.2%
* # Cells Yosys at 14100
* DRT antenna net count at 0
* Detailed placement HPWL at 504000 µm
* Drt pass-1 iters at 8
* Number of enable flip-flop cells at 0
* Worst-margin pin slew at 1.45 ns
* Chip Area, Yosys at 110000 µm²
* CP Max Fanout at 45
* Synth cell types at 116
* Area share, top type at 24.2%
* Tool Warnings at 119
* Core ar. at 363000 µm²
* Peak per-stage delay on the critical path at 1.19 ns
* First-pass GRT wire length at 940000 µm
* Fin crit share at 59.5%
* Worst R2R End: PC_unit.PC_reg.Q_reg[2]
* Clk root buf: clkbuf_16
* Max reg flops at 1024
* Cells on worst reg2reg path at 379
* Max-slew violations at 0
* Max Cap Viol at 0
* Insertion Delay late pin at 0.81 ns
* # Post-CTS Setup Buffers at 0
* Resized Gates After CTS at 0
* Layout cells sized above 1 at 9.42%
* Reg-to-reg startpoint: Register_File.Q[28][24]
* Largest delay share family, worst path: AND-OR/OR-AND gates
* Max frequency at 3.23 MHz
* Crit Path Class: input pin to primary output
* Total Wirelength at 687000 µm
* CP Data Required Time at 415.92 ns
* R2r setup slk at 415.98 ns
* Hold_sp: Register_File.Q[17][0]
* Post-synth top flop: dfrtp_1
* Startpoint Class: input pin
* Unrepaired setup endpoints after global routing: no
* Fillers at 38200
* Die Size at 368000 µm²
* Die Span X at 607 µm
* H-tree levels at 3
* Clock Pin Slew Worst Setup and Hold Paths at 0.06 ns
* Longest Clk Path Bufs at 3
* Crit end category: primary output
* Via count at 119000
* Synth-to-Final Area Change at 12.8%
* Crit path arrival time at 205.50 ns
* Setup crit start: instructions[20]
* Initial antenna violation count at 83
* Syn avg cell area at 7.79 µm²
* Largest net degree at the start of global routing at 119
* Port bufs at 165
* # hold bufs at CTS at 0
* Rows at 221
* Cell mode on critical path: o21ai_0
* Final core occ at 34.1%
* # DRC at 0
* TNS Setup at 0 ns
* Final min period at 309.48 ns
* Slowest stage cell, crit path: nor4_1
* Area leader, netlist: dfrtp_1
* CTS buffer count at 119
* Vias in the first global route at 114000
* Hold Vio Cnt, Final at 0
* Worst slew margin at 2.12%
* Buf/Inv on CP at 42
* Ports at 166
* Synth Warn # at 14
* Fp util at 30.2%
* Remaining Overflow, GRT at 0
* Via-per-instance ratio at 6.25
* GPL Wtd Cong at 1.11
-- how the worst max path moves through the flow --
stage	endpoint	slack, ns	cells past startpoint
after global routing	ram_address[11]	204.60	378
final	ram_address[6]	210.42	373
after CTS	ram_address[19]	213.14	374
-- per-stage QoR --
step                hold WS [ns]  setup slack [ns]  cells  cell area [µm²]
detailed placement         0.472            213.58  18700           119000
global placement           0.465            214.46  18700           119000
CTS                        0.492            213.14  18900           124000
finish                     0.496            210.42  19000           124000
floorplan                  0.414            201.42  14100           110000
global route               0.523            204.60  18900           124000
-- per-layer routing --
metal	wire length [µm]	GRT usage [%]
met1	245000	45.0
met2	276000	52.2
met3	91200	17.8
met4	71800	30.2
met5	2100	3.87
-- cells by family after synthesis --
logic type               Yosys count  synth area share (%)
adder cells (fa/ha/maj)         1254                  17.5
AND-OR/OR-AND                   3878                  23.0
other                              1               0.00342
AND/OR/NAND/NOR                 5412                  23.0
XOR/XNOR                         485                  3.87
flip-flops                      1060                  24.2
multiplexers                     200                  1.94
buffers and inverters           1789                  6.41
-- area by class of cell --
class                           instances  area, µm²  area share [%]
Multi-Input combinational cell      11300      77500            62.6
Sequential cell                      1060      26500            21.4
Timing Repair Buffer                  815       6580            5.32
Tap cell                             4794       6000            4.85
Clock buffer                          173       3470            2.81
Inverter                              761       2870            2.32
Clock inverter                         46        577           0.466
Antenna cell                           76        190           0.154
-- tightest hold or removal path, cell delays in order (launching register included) --
cell and delay (ns):
dfrtp_1 0.35, nand2_1 0.05, o21ai_0 0.06
-- cell usage in the layout (no fill, tap or decap), types with 51 or more instances in the layout --
| cell | synthesis | routed |
|---|---|---|
| a2111oi_0 | 86 | 82 |
| a211oi_1 | 109 | 95 |
| a21o_1 | 197 | 197 |
| a21oi_1 | 585 | 558 |
| a221o_1 | 55 | 55 |
| a221oi_1 | 67 | 65 |
| a22o_1 | 87 | 85 |
| a22oi_1 | 305 | 304 |
| a31oi_1 | 130 | 107 |
| a32oi_1 | 52 | 52 |
| and2_1 | 73 | 71 |
| and3_1 | 314 | 312 |
| buf_4 | 42 | 644 |
| clkbuf_16 | 0 | 119 |
| clkdlybuf4s50_1 | 0 | 154 |
| dfrtp_1 | 1059 | 1059 |
| diode_2 | 0 | 76 |
| fa_1 | 469 | 469 |
| ha_1 | 785 | 784 |
| inv_1 | 745 | 735 |
| mux2_2 | 103 | 103 |
| mux2i_1 | 97 | 97 |
| nand2_1 | 2110 | 2084 |
| nand2b_1 | 72 | 71 |
| nand3_1 | 847 | 839 |
| nand4_1 | 281 | 281 |
| nor2_1 | 965 | 907 |
| nor2b_1 | 106 | 99 |
| nor3_1 | 238 | 234 |
| nor4_1 | 95 | 90 |
| o211ai_1 | 73 | 73 |
| o21a_1 | 147 | 147 |
| o21ai_0 | 1363 | 1349 |
| o22ai_1 | 51 | 51 |
| o31ai_1 | 72 | 70 |
| or3_1 | 80 | 80 |
| xnor2_1 | 338 | 338 |
| xor2_1 | 147 | 147 |
